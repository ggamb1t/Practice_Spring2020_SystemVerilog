===== flow/run.sh =====
#!/bin/bash
# OpenROAD 26Q1-2900-gdf79404cd8, Yosys 0.63+post, stock flow scripts
make -C /OpenROAD-flow-scripts/flow DESIGN_CONFIG=/design/flow/config.mk WORK_HOME=/design/flow/orfs finish

===== flow/config.mk =====
export PLATFORM = sky130hd
export DESIGN_NAME = ClockDivider
export DESIGN_NICKNAME = ClockDivider
export VERILOG_FILES = /design/flow/design.v
export SDC_FILE = /design/flow/constraint.sdc
export NUM_CORES = 4
export LEC_CHECK = 1
export CORE_UTILIZATION = 30

===== flow/constraint.sdc =====
current_design ClockDivider

set clk_period 5.5
set clk_io_pct 0.2

create_clock -name clk0 -period $clk_period [get_ports {i_clk}]

set non_clock_inputs [all_inputs -no_clocks]
set_input_delay [expr $clk_period * $clk_io_pct] -clock clk0 $non_clock_inputs
set_output_delay [expr $clk_period * $clk_io_pct] -clock clk0 [all_outputs]

===== flow/design.v =====
module ClockDivider
#(
		parameter p_frequency = 1	
 )
(
	input wire i_clk,
	input wire reset,
	output logic o_clk
);
	localparam logic[31:0] lp_div_cnt = 50000000/(2*p_frequency);
	logic [25:0] counter = 26'd0;
	always_ff @(posedge i_clk, negedge reset)
	begin
		if (~reset)
		begin
			counter <= 0;
			o_clk <= 0;
		end
		else
		begin
			counter <= counter + 26'd1;
			if(counter == lp_div_cnt)
			begin
				counter <= 0;
				o_clk <= !o_clk;
			end
		end
	end
endmodule 

==> Changelog: implementation <==
### Changed

* Number of DRC markers in iteration 0 at 38
* Post-synthesis instance area at about 1300 um2
* Leakage Power at ~0.62 nW
* Status: finished, final reports clean
* Routed Wire Length at roughly 2500 um
* Fp util at 0.312
* Post-synth cell types at 29
* FF/Latch Area at between 600 and 700 um2
* Standard cell area after detailed placement at 1430 um2
* Min cycle time layout at 2.20 ns
* Signal arrival time at the worst endpoint at approximately 1.1 ns
* Clk ins delay skew pair at 0.27 ns
* Maximum number of pins on one net before global-route repair at 28
* # port buffers at 2
* Sequential-to-total area share from yosys stat at 0.501
* Vias per std cell at around 5.3
* Endpoint class of the critical path: primary output
* Router iterations before antenna repair at 4
* PostCTS Resize Cnt at 0
* Final Max-Slew Violation Tally at 0
* Kind of start point of the critical path: flip-flop
* Summed standard-cell area reported by yosys at 1350 um2
* Buf/Inv on CP at 1
* Per-instance average area after synthesis at between 10 and 15 um2
* GR Util All Layers at 0.118
* Number of filler cells placed in the layout at 443
* Critical Path Stages at 1
* Relative max-transition margin at 0.452
* Critical path's slowest cell: sky130_fd_sc_hd__clkdlybuf4s50_1
* Clock Skew at between 0.002 and 0.003 ns
* Mean routed wirelength per cell at between 10 and 15 um
* Final total negative setup slack at 0 ns
* Unrepaired setup endpoints after global routing: false
* Number of max-cap violations at 0
* Peak Freq at 454 MHz
* Crit Path Max Fanout at 2
* Clock-pin slew on the worst setup and hold paths at approximately 0.090 ns
* Chip area at between 4000 and 5000 um2
* Number of cell instances after yosys synthesis at between 100 and 150
* Via count of the first global-routing pass at around 1000
* Logic area at 646 um2
* Cell depth of the worst hold path at 1
* Clock tree from TritonCTS: done
* Min setup slack post-route at ~3.3 ns
* Area growth syn-to-layout at 9.37%
* # IOs at 3
* Final standard cell count with taps included and fillers excluded at approximately 190
* Longest individual stage delay on the worst path at between 0.4 and 0.5 ns
* FF-to-FF path depth at 6
* Placement-stage worst setup slack at 3.49 ns
* Maximum clock path buffer count at 2
* Number of remaining DRC errors at 0
* Final HPWL from detailed placement at approximately 1700 um
* Clock buffers created by TritonCTS at 3
* Share of the clock period used by the worst path at 0.401
* Chip width at approximately 69 um
* Crit path DRT at ~4.4 ns
* Non-Filler Cell Area, Final at approximately 1500 um2
* Share of layout cells above drive strength 1 at 0.0597
* Placed insts at 182
* Number of synthesized register bits at 27
* Hold Buf Count CTS at 0
* Max IR drop VDD at ~0.13 mV
* Path type of the worst setup path: flip-flop to primary output
* Leading register cell type out of synthesis: sky130_fd_sc_hd__dfrtp_1
* Total number of H-tree levels at 1
* HP Class: flip-flop to flip-flop
* Yosys warning count at 1
* Cell-by-cell trace of the critical path: clkdlybuf4s50_1
* GPL Wtd Cong at between 0.8 and 0.9
* Wire length of the first global-routing pass at roughly 4600 um
* Total clock sinks at 27
* Final-report hold violation count at 0
* Number of vias in the routed layout at around 1000
* Initial antenna violation count at 0
* Core footprint at about 4300 um2
* Tool warning count at 26
* Setup violation total in the final timing report at 0
* Async set-reset flop share out of synthesis at 1.00
* DRT antenna net count at 0
* Antenna Cells at 0
* Post-CTS setup repair buffer count at 0
* Count of mapped cells out of synthesis at 130
* Post-synth tally of flip-flops with integrated enable at 0
* CP top delay family: buffers and inverters
* Total gr overflow at 0
* Row count at 24
* Cell at the root of the clock tree: sky130_fd_sc_hd__clkbuf_8
* Actual slew at the worst max-slew pin at about 0.82 ns
* Height of the chip at approximately 69 um
* Pwr Total at about 0.31 mW
* Ratio of total power to cell area at 212 nW/um2
state kept, by name, summed over array words and instances, names as in the netlist:
signal and count:
o_clk 1, counter 26
final cells by class:
class	count	area share
Sequential cell	27	0.458
Multi-Input combinational cell	96	0.438
Inverter	4	0.0102
Clock inverter	1	0.00339
Timing Repair Buffer	3	0.0187
Clock buffer	3	0.0280
Tap cell	52	0.0441
power breakdown:
group / total [mW] / leakage, nW / internal (mW) / switching, mW
Sequential: 0.198 / 0.368 / 0.198 / 0
Clock: 0.110 / 0.0255 / 0.0507 / 0.0593
Combinational: 0.00476 / 0.232 / 0.00108 / 0.00368
synth_stat cells, types with 2 or more instances:
cell,count,area (um2)
sky130_fd_sc_hd__nand2_1,8,30.0
sky130_fd_sc_hd__clkbuf_1,2,7.51
sky130_fd_sc_hd__xnor2_1,12,105
sky130_fd_sc_hd__inv_1,4,15.0
sky130_fd_sc_hd__o21ai_0,4,20.0
sky130_fd_sc_hd__and3_1,4,25.0
sky130_fd_sc_hd__nor3_1,3,15.0
sky130_fd_sc_hd__nor4b_1,2,17.5
sky130_fd_sc_hd__a21oi_1,3,15.0
sky130_fd_sc_hd__or4_1,3,22.5
sky130_fd_sc_hd__xor2_1,6,52.6
sky130_fd_sc_hd__nor2_1,11,41.3
sky130_fd_sc_hd__and4_1,2,17.5
sky130_fd_sc_hd__nand4_1,6,37.5
sky130_fd_sc_hd__mux2i_1,4,40.0
sky130_fd_sc_hd__dfrtp_1,27,676
sky130_fd_sc_hd__and2_1,2,12.5
sky130_fd_sc_hd__or3_1,2,12.5
sky130_fd_sc_hd__o31ai_1,2,15.0
sky130_fd_sc_hd__nor4_1,5,31.3
sky130_fd_sc_hd__nand3_1,9,45.0
sky130_fd_sc_hd__ha_1,2,25.0
final timing paths:
check	start	end	slack (ns)
max	o_clk$_DFFE_PN0N_	o_clk	3.30
min	o_clk$_DFFE_PN0N_	o_clk$_DFFE_PN0N_	0.48
max reg2reg	counter[0]$_DFF_PN0_	o_clk$_DFFE_PN0N_	3.48
min reg2reg	o_clk$_DFFE_PN0N_	o_clk$_DFFE_PN0N_	0.48
max in group asynchronous	reset	counter[21]$_DFF_PN0_	4.06
min in group asynchronous	reset	counter[4]$_DFF_PN0_	1.19
per-layer routing:
| layer | up-vias | wire length [um] | track usage |
|---|---|---|---|
| met3 | 4 | 76 | 0.0223 |
| met5 | - | 0 | 0 |
| met2 | 13 | 1090 | 0.173 |
| met1 | 488 | 1270 | 0.190 |
| met4 | 0 | 34 | 0.0272 |
| li1 | 474 | - | - |
per-stage QoR:
stage	hold slack, ns	util
after global routing	0.507	0.341
final	0.475	0.341
after floorplan	0.420	-
after global placement	0.459	0.330
after CTS	0.480	0.341
after detailed placement	0.460	0.330
cell usage in the layout, fill, tap and decap left out, types with 5 or more instances in the layout:
master	n
sky130_fd_sc_hd__nand4_1	6
sky130_fd_sc_hd__xnor2_1	12
sky130_fd_sc_hd__nand3_1	9
sky130_fd_sc_hd__nor2_1	11
sky130_fd_sc_hd__xor2_1	6
sky130_fd_sc_hd__nor4_1	5
sky130_fd_sc_hd__dfrtp_1	27
sky130_fd_sc_hd__nand2_1	8
kinds of logic (layout without fill, tap and decap cells):
| logic type | Yosys count | after routing | share of synthesized area |
|---|---|---|---|
| fa+ha+maj | 2 | 2 | 0.0185 |
| buf+inv | 7 | 11 | 0.0204 |
| xor+xnor | 18 | 18 | 0.117 |
| simple gates | 62 | 62 | 0.272 |
| mux | 4 | 4 | 0.0297 |
| compound gates | 10 | 10 | 0.0417 |
| flops | 27 | 27 | 0.501 |
Power is estimated from default activity; no workload was simulated.
