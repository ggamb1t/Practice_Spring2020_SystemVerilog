==> design.v <==
module MUL
(
	input	logic [6:0]	seven_Dec1,
	input	logic [6:0]	seven_Dec2,
	input	logic [6:0]	seven_Dec3,
	input	logic [6:0]	seven_Dec4,
	input	logic [6:0]	seven_Oct1,
	input	logic [6:0]	seven_Oct2,
	input	logic [6:0]	seven_Oct3,
	input	logic [6:0]	seven_Oct4,
	input logic nsyst,  
	output logic [6:0] seven_Display1,
	output logic [6:0] seven_Display2,
	output logic [6:0] seven_Display3,
	output logic [6:0] seven_Display4
);
assign  
{ seven_Display4, seven_Display3, seven_Display2, seven_Display1 } = nsyst ?
{seven_Dec4, seven_Dec3, seven_Dec2, seven_Dec1 } : {seven_Oct4, seven_Oct3, seven_Oct2, seven_Oct1 };
endmodule
==> run.sh <==
#!/bin/bash
# OpenROAD 26Q1-2900-gdf79404cd8, Yosys 0.63+post, stock flow scripts
make -C /OpenROAD-flow-scripts/flow DESIGN_CONFIG=/design/flow/config.mk WORK_HOME=/design/flow/orfs finish
==> config.mk <==
export PLATFORM = sky130hd
export DESIGN_NAME = MUL
export DESIGN_NICKNAME = MUL
export VERILOG_FILES = /design/flow/design.v
export SDC_FILE = /design/flow/constraint.sdc
export NUM_CORES = 4
export LEC_CHECK = 1
export CORE_AREA = 10 10 70 70
export DIE_AREA = 0 0 80 80
==> constraint.sdc <==
current_design MUL

set clk_period 1.0
set clk_io_pct 0.2

create_clock -name clk0 -period $clk_period

set non_clock_inputs [all_inputs -no_clocks]
set_input_delay [expr $clk_period * $clk_io_pct] -clock clk0 $non_clock_inputs
set_output_delay [expr $clk_period * $clk_io_pct] -clock clk0 [all_outputs]
==> flow_summary.json <==
{
  "fillers": 367,
  "ff_count": 0,
  "start_kind": "input port",
  "ys_types": 4,
  "worstPathArrival_ps": 880,
  "antenna_found_initial": 0,
  "finalWorstSetupSlack_ps": -81.3,
  "drive_gt1_share_pct": 52.1,
  "grt_pass1_vias": 699,
  "max_cap_viol_count": 0,
  "hold_viol_final": 0,
  "place_congestion": 0.760,
  "warning_count": 34,
  "pwr-share-seq_pct": 0,
  "rsz0062_at_grt": "true",
  "critPathMaxFanout": 9,
  "wl_per_cell_um": 14.6,
  "p_clk_share_pct": 0,
  "finalCritPeriodShare_pct": 108,
  "fp_util_pct": 12.9,
  "dp.cells": 161,
  "clkbuf_count": 0,
  "grt_max_degree": 10,
  "io_pins": 85,
  "timing.hold.ws_ps": 794,
  "num_rows": 21,
  "die_y_um": 80,
  "n_antenna_cell": 0,
  "power.density_nw_per_um2": 386,
  "grt_pass1_wl_um": 3550,
  "numPortBuffers": 85,
  "synth_cells": 31,
  "viasPerCell": 3.57,
  "flop_area_um2": 0,
  "p_leak_nw": 0.724,
  "finalSetupTns_ps": -1900,
  "fmax_ghz": 0.925,
  "dieArea_um2": 6400,
  "vdd_drop_max_uv": 163,
  "hold_path_depth": 3,
  "setup_violations": 28,
  "p_switching_uw": 114,
  "post_cts_buffers": 0,
  "ys.warnings.count": 0,
  "syn_area_per_cell_um2": 14.2,
  "final_cell_count_no_fill": 163,
  "final_cell_mix": "dlygate4sd2_1 (56), mux2_4 (28), buf_6 (17), buf_2 (11), buf_12 (3)",
  "fin_crit_ps": 1080,
  "critPathCaptureType": "primary output",
  "num_vias": 582,
  "switching_share_pct": 22.2,
  "grt_usage_pct": 6.65,
  "coreArea_um2": 3420,
  "drv_slew": 0,
  "syn_area_um2": 442,
  "yosysChipArea_um2": 442,
  "first_pass_iters": 3,
  "synth_seq_share_pct": 0,
  "hp-class": "input port to primary output",
  "syn2layout_area_growth_pct": 201,
  "p_int_uw": 399,
  "drt_iter0_markers": 3,
  "ys_cells": 31,
  "place_hpwl_um": 2130,
  "ant_nets": 0,
  "worstSetupPathType": "input port to primary output",
  "status": "finished, violations left",
  "final_core_util_pct": 38.9,
  "lay_top_count": "dlygate4sd2_1",
  "grt.overflow.total": 0,
  "worst_slew_pin_slew_ps": 76.9,
  "dieWidth_um": 80,
  "drt_wl_total_um": 2380,
  "violations": "setup timing",
  "slew_headroom_pct": 94.9,
  "required_ps": 800,
  "comb_power_share_pct": 100.0,
  "drc": 0
}
synth_stat cells, drive strengths merged:
| library cell | instances | share of area [%] |
|---|---|---|
| mux2 | 28 | 88 |
| buf | 3 | 12 |
logic make-up after synthesis:
logic type / Yosys count / share of synthesized area, %
buffers and inverters: 3 / 11.6
muxes: 28 / 88.4
area by class of cell:
type	count	area (µm²)	area share, %
repair buffers	89	852	64.1
well taps	46	57.6	4.33
multi-input cells	28	420	31.6
worst paths after layout:
| check | from | end | slack (ps) |
|---|---|---|---|
| hold / removal | seven_Dec3[4] | seven_Display3[4] | 790 |
| setup / recovery | nsyst | seven_Display2[5] | -80 |
critical path, stage by stage:
cell	delay, ps
buf_12	120
buf_16	140
mux2_4	300
buf_6	110
per-stage QoR:
step	setup WS, ps	instance area, µm²	power (mW)
after floorplan	48.6	442	0.161
after global placement	-497	1330	0.559
after detailed placement	-496	1330	0.562
after CTS	-86.1	1290	0.501
after global routing	-97.0	1330	0.552
final	-81.3	1330	0.513
metal layers:
layer	part of all wire [%]	GRT usage, %	vias to the layer above
met5	0	0	-
met4	0	0	0
met3	12	3.18	0
li1	-	-	290
met1	35	6.92	253
met2	52	12.4	39
power groups by stage:
| stage | Combinational [mW] | Clock, mW | Sequential, mW |
|---|---|---|---|
| CTS | 0.501 | 0 | 0 |
| global route | 0.552 | 0 | 0 |
| finish | 0.513 | 0 | 0 |
what timing repair did:
item,4_1_cts,5_1_grt
hold buffers,0,0
setup endpoints to repair,28,28
gates resized,165,6
gates cloned,2,0
Power figures rest on the tool's default switching activity, not on a simulated workload.
