==> design.v <==
module DecDecoder
(
	input logic [11:0] data,
	output logic[6:0] Dec1,  
	output logic[6:0] Dec2,
	output logic[6:0] Dec3,
	output logic[6:0] Dec4
);
	localparam num0 = 7'b 1000000;  
   localparam num1 = 7'b 1111001;
   localparam num2 = 7'b 0100100;
   localparam num3 = 7'b 0110000;
   localparam num4 = 7'b 0011001;
   localparam num5 = 7'b 0010010;
   localparam num6 = 7'b 0000010;
   localparam num7 = 7'b 1111000;
   localparam num8 = 7'b 0000000;
   localparam num9 = 7'b 0010000;
   localparam numOff = 7'b 1111111;
	logic [27:0] bcd;  
always_comb
	begin 
	  bcd = 28'd 0;  
	  bcd[11:0] = data[11:0];
	  for (logic [31:0] i = 0; i < 12; i = i + 1)
	  begin  
			if (bcd[27 : 24 ] > 4)  
				 begin
					  bcd[27 : 24] = bcd[27 : 24 ] + 4'd3;
				 end
			if (bcd[23 : 20 ] > 4)  
				 begin
					  bcd[23 : 20] = bcd[23 : 20 ] + 4'd3;
				 end
			if (bcd[19 : 16 ] > 4)  
				 begin
					  bcd[19 : 16] = bcd[19 : 16 ] + 4'd3;
				 end
			if (bcd[15 : 12 ] > 4)  
				 begin
					  bcd[15 : 12] = bcd[15 : 12 ] + 4'd3;
				 end
			bcd = bcd << 1;  
	  end
		case(bcd[27:24])
			4'd0: Dec1 = num0;
			4'd1: Dec1 = num1;
			4'd2: Dec1 = num2;
			4'd3: Dec1 = num3;
			4'd4: Dec1 = num4;
			4'd5: Dec1 = num5;
			4'd6: Dec1 = num6;
			4'd7: Dec1 = num7;
			4'd8: Dec1 = num8;
			4'd9: Dec1 = num9;
			default:Dec1 = numOff;
		endcase
		case(bcd[23:20])
			4'd0: Dec2 = num0;
			4'd1: Dec2 = num1;
			4'd2: Dec2 = num2;
			4'd3: Dec2 = num3;
			4'd4: Dec2 = num4;
			4'd5: Dec2 = num5;
			4'd6: Dec2 = num6;
			4'd7: Dec2 = num7;
			4'd8: Dec2 = num8;
			4'd9: Dec2 = num9;
			default:Dec2 = numOff;
		endcase
		case(bcd[19:16])
			4'd0: Dec3 = num0;
			4'd1: Dec3 = num1;
			4'd2: Dec3 = num2;
			4'd3: Dec3 = num3;
			4'd4: Dec3 = num4;
			4'd5: Dec3 = num5;
			4'd6: Dec3 = num6;
			4'd7: Dec3 = num7;
			4'd8: Dec3 = num8;
			4'd9: Dec3 = num9;
			default:Dec3 = numOff;
		endcase
		case(bcd[15:12])
			4'd0: Dec4 = num0;
			4'd1: Dec4 = num1;
			4'd2: Dec4 = num2;
			4'd3: Dec4 = num3;
			4'd4: Dec4 = num4;
			4'd5: Dec4 = num5;
			4'd6: Dec4 = num6;
			4'd7: Dec4 = num7;
			4'd8: Dec4 = num8;
			4'd9: Dec4 = num9;
			default:Dec4 = numOff;
		endcase
	end
endmodule
==> run.sh <==
#!/bin/bash
# OpenROAD 26Q1-2900-gdf79404cd8, Yosys 0.63+post, stock flow scripts
make -C /OpenROAD-flow-scripts/flow DESIGN_CONFIG=/design/flow/config.mk WORK_HOME=/design/flow/orfs finish
==> config.mk <==
export PLATFORM = sky130hd
export DESIGN_NAME = DecDecoder
export DESIGN_NICKNAME = DecDecoder
export VERILOG_FILES = /design/flow/design.v
export SDC_FILE = /design/flow/constraint.sdc
export NUM_CORES = 4
export LEC_CHECK = 1
export CORE_UTILIZATION = 30
==> constraint.sdc <==
current_design DecDecoder

set clk_period 21.1
set clk_io_pct 0.2

create_clock -name clk0 -period $clk_period

set non_clock_inputs [all_inputs -no_clocks]
set_input_delay [expr $clk_period * $clk_io_pct] -clock clk0 $non_clock_inputs
set_output_delay [expr $clk_period * $clk_io_pct] -clock clk0 [all_outputs]
==> flow_metrics.py <==
# Flow results
metrics = {
    "power_and_ir_drop": {
        "p_per_area_nw_per_um2": 153.7,
        "power_frac_comb_pct": 100.0,
        "seqPwrFrac_pct": 0,
        "p_int_mw": 0.3160,
        "clkPwrFrac_pct": 0,
        "leakage_nw": 1.572,
        "ir_drop_v": 0.00005936,
        "p_sw_mw": 0.3379,
        "switching_share_pct": 51.68,
    },
    "cells_and_area": {
        "flops": 0,
        "drive_above_1_share_pct": 6.312,
        "lay_top_cells": "nor2_1, nand2_1, a21oi_1",
        "clkbuf_count": 0,
        "syn_to_final_growth_pct": 13.18,
        "fin_area_um2": 4254,
        "flop_area_um2": 0,
    },
    "synth": {
        "netlist_area_um2": 3759,
        "aoi_share_pct": 41.91,
        "logic_family": "AND-OR/OR-AND gates",
        "synth_xor_xnor_area_share_pct": 4.627,
        "synth_cells": 592,
        "yosysCellCount": 592,
        "yosysWarnings": 1,
        "ys_seq_share_pct": 0,
        "syn_avg_cell_area_um2": 6.349,
        "synthMuxAreaShare_pct": 3.928,
        "simple_gate_area_share_pct": 31.82,
        "ys_chip_area_um2": 3759,
        "ys_sh_adder_pct": 9.654,
        "synth.distinct_cells": 77,
    },
    "worst_hold_path": {
        "min_path_type": "in2out",
        "hp-start": "data[0]",
        "whs_endpoint": "Dec4[1]",
        "holdPathStages": 4,
    },
    "floorplan": {
        "core_um2": 12110,
        "dieArea_um2": 12980,
        "initCoreUtil_pct": 31.03,
        "design.portCount": 40,
        "dieWidth_um": 113.9,
        "die_h_um": 113.9,
        "rows": 40,
    },
    "route": {
        "viasPerCell": 5.739,
        "diodes": 0,
        "post_drt_wl_per_cell_um": 12.66,
        "num_vias": 4419,
        "drc": 0,
        "first_pass_iters": 5,
        "postRouteAntennaNets": 0,
        "first_iter_violations": 363,
        "wl_um": 9752,
    },
    "critical_path": {
        "crit_arrival_ns": 12.10,
        "critPathKind": "in2out",
        "path_max_fanout": 10,
        "required_ns": 16.88,
        "crit_path_frequent_cell": "ha_1",
        "slowest_delay_ns": 0.65,
        "cpMaxStageDelayCell": "clkdlybuf4s50_1",
        "start_kind": "primary input",
        "endpoint_kind": "output pin",
    },
    "placed_design": {
        "detailed_place_hpwl_um": 7378,
        "placed_area_um2": 4254,
        "numPortBuffers": 40,
        "gp_routability_congestion": 0.9527,
    },
    "sta": {
        "worst_pin_slew_ns": 0.7175,
        "clock.fmax_ghz": 0.06128,
        "min_period_ns": 16.32,
        "slew-limit-headroom_pct": 50.80,
        "rsz0062_at_grt": "false",
        "tns_ns": 0,
        "final_max_slew_viol_count": 0,
        "fin_crit_sh_pct": 77.33,
        "hold_violations": 0,
        "setup_violations": 0,
    },
    "global_routing": {
        "antenna_found_initial": 0,
        "grt_overflow": 0,
        "grt_pass1_vias": 3758,
        "grt_pass1_wl_um": 16930,
        "grt_usage_pct": 14.91,
        "grt_max_degree": 26,
    },
    "outcome": {
        "status": "finished, final reports clean",
    },
    "job": {
        "cap_violations": 0,
        "log.warning_count": 54,
    },
    "clock_network": {
        "hold_buffers": 0,
        "cts_resized": 0,
        "postCtsSetupRepairBufs": 0,
    },
}
[kinds of logic (layout without fill, tap and decap cells)]
| family | after synthesis | after routing |
|---|---|---|
| xor gates and xnor gates | 19 | 19 |
| AOI/OAI and AO/OA | 220 | 220 |
| adders and majority gates | 29 | 29 |
| and+or+nand+nor | 241 | 241 |
| buffers and inverters | 69 | 79 |
| muxes | 14 | 14 |
[worst max-delay path by stage]
stage	slack, ns	to	from	cells past startpoint
4_1_cts	4.81	Dec4[4]	data[9]	30
5_1_grt	3.81	Dec4[4]	data[9]	30
6_report	4.78	Dec4[4]	data[9]	30
[layer usage]
metal	GRT usage (%)	part of all wire, %	vias up
li1	-	-	2281
met5	0	0	-
met3	0.4331	5.1	0
met4	0.9524	0	0
met1	23.01	50	1987
met2	24.08	45	151
[area by class of cell]
class              instances  area (um^2)
fillers                 1301         7858
inverters                 28        105.1
multi-input cells        523         3456
well taps                168        210.2
repair buffers            51        483.0
[synthesized netlist by cell type (all sizes together), types with 13 or more instances]
cell / n / share of area, %
o22ai: 13 / 2.2
nand2: 60 / 6.1
xnor2: 16 / 3.9
ha: 29 / 9.7
nor2: 59 / 5.9
clkbuf: 24 / 2.4
nor3: 25 / 3.3
inv: 28 / 2.8
a21oi: 45 / 6.1
a211oi: 17 / 3.5
nand3: 21 / 2.8
o21ai: 40 / 5.3
buf: 17 / 2.9
[stage by stage]
stage	setup WS, ns	utilization, %	hold slack [ns]	total power [mW]	cells
floorplan	6.239	-	8.598	0.4311	592
global placement	4.954	35.12	9.584	0.6470	770
detailed placement	4.833	35.12	9.566	0.6503	770
CTS	4.807	35.12	9.578	0.6528	770
global route	3.812	35.12	9.640	0.7338	770
finish	4.782	35.12	9.567	0.6539	770
[power groups by stage]
stage                 Clock [mW]  Combinational, mW  Sequential (mW)
after global routing           0              0.734                0
final                          0              0.654                0
after CTS                      0              0.653                0
[worst max-delay path, delay by kind of cell]
family,cells,cell delay (ns)
buf+inv,5,1.47
xor+xnor,2,0.49
fa+ha+maj,5,1.37
compound gates,12,3.35
simple gates,6,1.21
Power figures rest on the tool's default switching activity, not on a simulated workload.
